## run.sh

```bash
#!/bin/bash
# OpenROAD 26Q1-2900-gdf79404cd8, Yosys 0.63+post, stock flow scripts
make -C /OpenROAD-flow-scripts/flow DESIGN_CONFIG=/design/flow/config.mk WORK_HOME=/design/flow/orfs finish
```

## config.mk

```make
export PLATFORM = sky130hd
export DESIGN_NAME = cfg_mem_sync
export DESIGN_NICKNAME = cfg_mem_sync
export VERILOG_FILES = /design/flow/design.v
export SDC_FILE = /design/flow/constraint.sdc
export NUM_CORES = 4
export LEC_CHECK = 1
export CORE_UTILIZATION = 40
```

## constraint.sdc

```tcl
current_design cfg_mem_sync

set clk_period 5.8
set clk_io_pct 0.2

create_clock -name clk0 -period $clk_period [get_ports {soc_clk}]
create_clock -name clk1 -period $clk_period [get_ports {sys_clk}]

set non_clock_inputs [all_inputs -no_clocks]
set_input_delay [expr $clk_period * $clk_io_pct] -clock clk0 $non_clock_inputs
set_output_delay [expr $clk_period * $clk_io_pct] -clock clk0 [all_outputs]
```

## design.v

```verilog
module bus_synchronizer#(
    parameter DATA_WIDTH = 32
)(
    input     src_clk   ,
    input     dst_clk   ,
    input     dst_rstn   ,
    input [DATA_WIDTH-1:0] din  ,
    input                  din_vld  ,
    output   reg [DATA_WIDTH-1:0] dout     ,
    output   reg                  dout_vld
);
reg [DATA_WIDTH-1:0] lock_din  ;
wire                 din_vld_tmp;
always @ (posedge src_clk)
begin
    if (din_vld)
        lock_din  <= din ;
end
always @ (posedge dst_clk)
begin
    dout_vld    <= din_vld_tmp ;
end
always @ (posedge dst_clk)
begin
    if (din_vld_tmp)
        dout    <= lock_din;
end
pulse_sync pulse_sync_u0( .src_clk(src_clk), .dst_clk(dst_clk), .dst_rstn(dst_rstn), .din(din_vld), .dout(din_vld_tmp) );
endmodule
module cfg_mem_sync#(
    parameter ADDR_WIDTH = 32,
    parameter DATA_WIDTH = 32
)(
    input                             soc_clk,
    input                             soc_rstn,
    input                             sys_clk,
    output                            sys_rstn,
    input        [ADDR_WIDTH - 1 : 0] soc_addr         ,
    input        [DATA_WIDTH - 1 : 0] soc_wdata        ,
    output       [DATA_WIDTH - 1 : 0] soc_rdata        ,
    output                            soc_rdata_vld    ,
    input                             soc_wr           ,
    input                             soc_rd           ,
    output       [ADDR_WIDTH - 1 : 0] sys_addr         ,
    output       [DATA_WIDTH - 1 : 0] sys_wdata        ,
    input        [DATA_WIDTH - 1 : 0] sys_rdata        ,
    input                             sys_rdata_vld    ,
    output                            sys_wr           ,
    output                            sys_rd            
);
reg [ADDR_WIDTH - 1 : 0] lock_addr         ;
reg [DATA_WIDTH - 1 : 0] lock_wdata        ;
assign sys_addr = lock_addr;
assign sys_wdata= lock_wdata;
synchronizer synchronizer_u0 ( .clk(sys_clk ), .din(soc_rstn), .dout(sys_rstn) );   
always @ (posedge soc_clk)
begin
    if(!soc_rstn)begin
        lock_wdata          <= 0;
        lock_addr           <= 1'b0;  
    end
    else if (soc_wr || soc_rd) begin
        lock_wdata          <= soc_wdata;
        lock_addr           <= soc_addr ;
    end
end
pulse_sync pulse_sync_u0( .src_clk(soc_clk), .dst_clk(sys_clk), .dst_rstn(sys_rstn), .din(soc_wr), .dout(sys_wr) );
pulse_sync pulse_sync_u1( .src_clk(soc_clk), .dst_clk(sys_clk), .dst_rstn(sys_rstn), .din(soc_rd), .dout(sys_rd) );
bus_synchronizer bus_synchronizer_u0( .src_clk(sys_clk), .dst_clk(soc_clk), .dst_rstn(soc_rstn), .din(sys_rdata), .din_vld(sys_rdata_vld), .dout(soc_rdata), .dout_vld(soc_rdata_vld) );
endmodule
module pulse_sync(
    input    src_clk  ,
    input    dst_clk  ,
    input    dst_rstn ,
    input    din      ,
    output reg  dout
);
reg   lock_src ;
wire  lock_clr_src;
wire  lock_dst ;
reg   lock_clr_dst;
always @ (posedge src_clk )
begin
    if (din)begin
        lock_src <= 1'b1;
    end
    else if (lock_clr_src)
        lock_src <= 1'b0;
end
synchronizer synchronizer_u0 ( .clk(dst_clk ), .din(lock_src), .dout(lock_dst) );
synchronizer synchronizer_u1 ( .clk(src_clk ), .din(lock_clr_dst), .dout(lock_clr_src) );
always @ (posedge dst_clk )
begin
    if (!dst_rstn )begin
        dout  <= 1'b0;
        lock_clr_dst <= 1'b0;
    end
    else if (lock_dst && !lock_clr_dst)begin
        dout  <= 1'b1;
        lock_clr_dst <= 1'b1;
    end
    else if (dout && lock_clr_dst)begin
        dout  <= 1'b0;
    end
    else if (!lock_dst)
        lock_clr_dst <= 1'b0;
end
endmodule
module synchronizer#(
    parameter DELAY_NUM =2,
    parameter DATA_WIDTH = 1
)(
    input        clk,
    input [DATA_WIDTH-1:0] din,
    output[DATA_WIDTH-1:0] dout
);
reg  [DATA_WIDTH-1:0] data [0:DELAY_NUM-1];
always @ (posedge clk)
begin
    data[0] <= din ;            
end
genvar i;
generate 
    for (i=1; i < DELAY_NUM; i=i+1)
    begin:LOOP
        always @ (posedge clk)
        begin
            data[i] <= data[i-1] ;            
        end
    end
endgenerate
assign dout = data[DELAY_NUM-1];
endmodule
```

==> impl_metrics.tcl <==
# implementation run metrics
set metrics [dict create \
    most-common-layout-cells "clkdlybuf4s50_1, dfxtp_1, nand2_1, o211ai_1, edfxtp_1" \
    crit_path_end_kind "flop" \
    top_cell_area_share_pct 38.1 \
    routed_wl_mm 11.6 \
    dieHeight_um 114 \
    dr.pass1.iters 4 \
    antenna_left 0 \
    power.switching_uw 488 \
    routedWlPerCell_um 15.2 \
    log.warning_count 26 \
    place_inst 737 \
    gp_congestion 0.769 \
    cts_resized 0 \
    ys_area_um2 5050 \
    grt_setup_unrepaired "no" \
    grt_usage_pct 18.4 \
    grt_first_pass_wirelength_mm 17.8 \
    path_cells "buf_2 > buf_4 > or2_2 > buf_4 > o21ai_0" \
    seqPwrFrac_pct 51.5 \
    intPower_mw 1.89 \
    vias_per_cell 4.80 \
    ios 202 \
    overflow 0 \
    layout.cells.non_filler 761 \
    clkPwrFrac_pct 38.7 \
    drive_gt1_share_pct 5.23 \
    dpl.hpwl_mm 7.32 \
    vias 3650 \
    ys_cells 398 \
    start_kind "input pin" \
    cp_top_family "buffers and inverters" \
    maxSlewHeadroom_pct 42.0 \
    syn_to_final_growth_pct 49.4 \
    core_um2 12200 \
    critPathRequiredTime_ns 6.01 \
    row_count 40 \
    cts_tree "yes" \
    r2r_start "bus_synchronizer_u0.pulse_sync_u0.dout" \
    p_leak_nw 2.62 \
    cpPeakStageDelay_ns 0.55 \
    drc 0 \
    min_from "bus_synchronizer_u0.pulse_sync_u0.lock_src" \
    topCellsByArea "edfxtp_1, dfxtp_1, o211ai_1" \
    grt_pass1_vias 3443 \
    clock-sinks 152 \
    hold_violations 0 \
    reg2reg_setup_slack_ns 4.70 \
    cp.depth 5 \
    switching_share_pct 20.5 \
    cpMaxStageDelayCell "buf_4" \
    path_buffers 3 \
    slew_viol_final 0 \
    port_buffers 200 \
    finish.utilization_pct 62.0 \
    power_density_nw_per_um2 316 \
    netlist_instances 398 \
    worstSetupPathType "in2reg" \
    synth_flops 152 \
    ys.warnings.count 5 \
    antenna_found_initial 0 \
    largest_area_cell "edfxtp_1" \
    ys_seq_share_pct 73.0 \
    hold_depth 0 \
    drtIter0Drc 208 \
    crit_top_cell "buf_4" \
    combPwrFrac_pct 9.8 \
    worst-r2r-cell-count 1 \
    regToRegEndpoint "bus_synchronizer_u0.dout[13]" \
    hold_class "reg2reg" \
    floorplan.core_util_pct 41.5 \
    setup_tns_ns 0 \
    syn_avg_cell_area_um2 12.7 \
    outcome "finished, final reports clean" \
    grt_max_degree 95 \
    fillers 978 \
    antenna_cells 0 \
    setup_viol 0 \
    netlist_area_um2 5050 \
    lay_top_count "clkdlybuf4s50_1" \
    cts_setup_buffers 0 \
    synth.distinct_cells 17 \
    fin_skew_ns 0.00267 \
    crit_path_max_fanout 66 \
    hold_buffers 0 \
    arrival_ns 2.77 \
    chipArea_um2 13100 \
    worst_pin_slew_ns 0.870 \
    max-vdd-ir-drop_mv 0.133 \
    maxCapViolCount 0 \
    clkTransAtPathRegs_ns 0.07 \
    die_w_um 114 \
]
-- kinds of logic (layout without fill, tap and decap cells) --
| kind of cell | Yosys count | in the layout | synth area share, % |
|---|---|---|---|
| AOI/OAI and AO/OA | 134 | 134 | 16.6 |
| and+or+nand+nor | 74 | 74 | 5.92 |
| DFF | 152 | 152 | 73.0 |
| buffers and inverters | 38 | 233 | 4.49 |
-- worst max path at each step --
| stage | slack, ns | from | to |
|---|---|---|---|
| final | 3.24 | soc_wr | lock_wdata[30] |
| after global routing | 3.12 | soc_wr | lock_wdata[29] |
| after CTS | 3.26 | soc_rd | lock_wdata[30] |
-- cells in the mapped netlist, drive strengths merged --
cell type  instances
nor2               3
a21oi              3
nand2             64
buf               30
a21o               3
o21ai             64
clkbuf             5
nor3b              3
nor2b              3
edfxtp            64
o211ai            64
inv                3
dfxtp             88
or2                1
-- per-stage QoR --
step,total power [mW],cell area [um2],worst slack [ns],hold slack (ns)
global placement,1.48,7080,2.92,0.310
CTS,2.41,7540,3.26,0.289
floorplan,1.31,5050,3.98,0.310
detailed placement,1.48,7080,2.86,0.312
global route,2.48,7540,3.12,0.298
finish,2.38,7540,3.24,0.297
-- cell type report --
type / count / area [um2] / share of cell area [%]
inverters: 3 / 11.3 / 0.149
multi-input cells: 208 / 1140 / 15.1
clock inverters: 6 / 53.8 / 0.714
well taps: 168 / 210 / 2.79
repair buffers: 206 / 2030 / 27.0
flip-flops and latches: 152 / 3680 / 48.9
clock buffers: 18 / 408 / 5.41
-- layer usage --
layer,part of all wire (%),track usage [%],vias up
li1,-,-,1817
met1,44,27.9,1646
met2,42,25.7,168
met3,11,8.58,19
met4,2.3,3.55,0
met5,0,0,-
-- registers in the layout (all words and copies together) (netlist names) --
signal / flops
bus_synchronizer_u0.lock_din: 32
pulse_sync_u1.lock_clr_dst: 1
bus_synchronizer_u0.dout: 32
synchronizer_u0.data: 2
pulse_sync_u1.synchronizer_u1.data: 2
pulse_sync_u0.dout: 1
pulse_sync_u1.synchronizer_u0.data: 2
bus_synchronizer_u0.pulse_sync_u0.lock_clr_dst: 1
pulse_sync_u1.dout: 1
pulse_sync_u0.lock_clr_dst: 1
bus_synchronizer_u0.pulse_sync_u0.lock_src: 1
lock_wdata: 32
pulse_sync_u1.lock_src: 1
lock_addr: 32
pulse_sync_u0.synchronizer_u0.data: 2
pulse_sync_u0.synchronizer_u1.data: 2
bus_synchronizer_u0.pulse_sync_u0.synchronizer_u1.data: 2
bus_synchronizer_u0.dout_vld: 1
bus_synchronizer_u0.pulse_sync_u0.synchronizer_u0.data: 2
bus_synchronizer_u0.pulse_sync_u0.dout: 1
pulse_sync_u0.lock_src: 1
-- power groups by stage --
stage | Clock [mW] | Combinational, mW | Sequential (mW)
CTS | 0.952 | 0.236 | 1.23
global route | 0.992 | 0.256 | 1.23
finish | 0.922 | 0.233 | 1.23
Power and IR drop assume default switching activity.
