[/design/flow/config.mk]
export PLATFORM = sky130hd
export DESIGN_NAME = axi2cfg
export DESIGN_NICKNAME = axi2cfg
export VERILOG_FILES = /design/flow/design.v
export SDC_FILE = /design/flow/constraint.sdc
export NUM_CORES = 4
export LEC_CHECK = 1
export CORE_UTILIZATION = 40
[/design/flow/constraint.sdc]
current_design axi2cfg

set clk_period 5.5
set clk_io_pct 0.2

create_clock -name clk0 -period $clk_period [get_ports {aclk}]

set non_clock_inputs [all_inputs -no_clocks]
set_input_delay [expr $clk_period * $clk_io_pct] -clock clk0 $non_clock_inputs
set_output_delay [expr $clk_period * $clk_io_pct] -clock clk0 [all_outputs]
[/design/flow/run.sh]
#!/bin/bash
# OpenROAD 26Q1-2900-gdf79404cd8, Yosys 0.63+post, stock flow scripts
make -C /OpenROAD-flow-scripts/flow DESIGN_CONFIG=/design/flow/config.mk WORK_HOME=/design/flow/orfs finish
[/design/flow/design.v]
`timescale 1ns / 1ps
module axi2cfg(
    input wire aclk                   ,           
    input wire aresetn                ,           
    input  wire [31 : 0]    m_axi_awaddr  ,           
    input  wire [2 : 0]     m_axi_awprot  ,           
    input  wire             m_axi_awvalid ,           
    output wire             m_axi_awready ,           
    input  wire [31 : 0]    m_axi_wdata   ,           
    input  wire [3 : 0]     m_axi_wstrb   ,           
    input  wire             m_axi_wvalid  ,           
    output wire             m_axi_wready  ,           
    output wire [1 : 0]     m_axi_bresp   ,           
    output wire             m_axi_bvalid  ,           
    input  wire             m_axi_bready  ,           
    input  wire [31 : 0]    m_axi_araddr  ,           
    input  wire [2 : 0]     m_axi_arprot  ,           
    input  wire             m_axi_arvalid ,           
    output wire             m_axi_arready ,           
    output wire [31 : 0]    m_axi_rdata   ,           
    output wire [1 : 0]     m_axi_rresp   ,           
    output wire             m_axi_rvalid  ,           
    input  wire             m_axi_rready  , 
    output wire [18 : 0]    cfg_mgmt_addr        ,     
    output wire             cfg_mgmt_write       ,     
    output wire [31 : 0]    cfg_mgmt_write_data  ,     
    output wire [3 : 0]     cfg_mgmt_byte_enable ,     
    output wire             cfg_mgmt_read        ,     
    input  wire [31 : 0]    cfg_mgmt_read_data   ,     
    input  wire             cfg_mgmt_read_write_done                     
    );
    localparam ST_IDLE = 4'b0000;
    localparam ST_AW   = 4'b0001;
    localparam ST_W    = 4'b0010;
    localparam ST_RESP = 4'b0011;
    localparam ST_AR   = 4'b0100;
    localparam ST_R    = 4'b0101;
    localparam ST_LAST = 4'b0110;
    reg [3:0]  state;
    reg [3:0]  state_nxt;
    reg [7:0]  delay_counter;
    reg [7:0]  delay_counter_nxt;
    reg [31:0] saved_addr;
    reg [31:0] saved_addr_nxt;
    reg [31:0] saved_wdata;
    reg [31:0] saved_wdata_nxt;
    reg [31:0] saved_rdata;
    reg [31:0] saved_rdata_nxt;
    wire        timeout;
    assign m_axi_awready = (state==ST_AW);
    assign m_axi_wready  = 1'b1;
    assign m_axi_bresp   = 2'b00;
    assign m_axi_bvalid  = (state==ST_RESP);
    assign m_axi_arready = (state==ST_AR);
    assign m_axi_rdata   = saved_rdata;           
    assign m_axi_rresp   = 2'b00;           
    assign m_axi_rvalid  = (state==ST_LAST);           
    assign cfg_mgmt_addr        = saved_addr;
    assign cfg_mgmt_write       = (state==ST_RESP);     
    assign cfg_mgmt_write_data  = saved_wdata;     
    assign cfg_mgmt_byte_enable = 4'hF;     
    assign cfg_mgmt_read        = m_axi_arvalid&&m_axi_arready;    
    assign timeout = &delay_counter;
    always @(*)
    begin
        state_nxt = state; 
        case(state)
        ST_IDLE :   begin
                    if(m_axi_awvalid)       state_nxt = ST_AW;
                    else if(m_axi_arvalid)  state_nxt = ST_AR;
                    else                    state_nxt = ST_IDLE;
                    end
        ST_AW   :   begin
                    if(m_axi_awvalid&&m_axi_awready) state_nxt = ST_W;
                    else                             state_nxt = ST_AW;
                    end
        ST_W    :   begin
                    if(m_axi_wvalid) state_nxt = ST_RESP;
                    else             state_nxt = ST_W;
                    end
        ST_RESP :   begin
                    state_nxt = ST_IDLE;
                    end
        ST_AR   :   begin
                    if(m_axi_arvalid&&m_axi_arready) state_nxt = ST_R;
                    else                             state_nxt = ST_AR;
                    end
        ST_R    :   begin
                    if(cfg_mgmt_read_write_done) state_nxt = ST_LAST;
                    else if (timeout)            state_nxt = ST_LAST;
                    else                         state_nxt = ST_R;
                    end
        ST_LAST :   begin
                    if(m_axi_rready) state_nxt = ST_IDLE;
                    end
        default :   begin
                    end
        endcase
    end
    always @(*)
    begin
        delay_counter_nxt = delay_counter;
        saved_addr_nxt    = saved_addr;
        saved_wdata_nxt   = saved_wdata;
        saved_rdata_nxt   = saved_rdata;
        case(state)
        ST_IDLE :   begin
                    delay_counter_nxt = 8'h0;
                    saved_addr_nxt    = 32'h0;
                    saved_wdata_nxt   = 32'h0;
                    saved_rdata_nxt   = 32'h0;
                    end
        ST_AW   :   begin
                    saved_addr_nxt    = m_axi_awaddr;
                    end
        ST_W    :   begin
                    saved_wdata_nxt   = m_axi_wdata;
                    end
        ST_RESP :   begin
                    end
        ST_AR   :   begin
                    saved_addr_nxt    = m_axi_araddr;
                    end
        ST_R    :   begin
                    if(&delay_counter)  delay_counter_nxt = delay_counter;
                    else                delay_counter_nxt = delay_counter + 1'b1;
                    if(cfg_mgmt_read_write_done)
                        saved_rdata_nxt = cfg_mgmt_read_data;
                    else if(timeout)
                        saved_rdata_nxt = 32'hFFFF_FFFF;
                    else 
                        saved_rdata_nxt = 32'h0000_0000;
                    end
        ST_LAST :   begin
                    end
        default :   begin
                    end
        endcase
    end
    always @(posedge aclk or negedge aresetn)
    if(~aresetn) begin
        state           <= 4'h0;
        delay_counter   <= 8'h0;
        saved_addr      <= 32'h0;
        saved_wdata     <= 32'h0;
        saved_rdata     <= 32'h0;
    end
    else begin
        state           <= state_nxt     ;
        delay_counter   <= delay_counter_nxt ;
        saved_addr      <= saved_addr_nxt    ;
        saved_wdata     <= saved_wdata_nxt   ;
        saved_rdata     <= saved_rdata_nxt   ;
    end
endmodule
==> deck_impl_summary.md <==
Key Metrics from the Run

Synth
  – Top-area cell share: 58.6%
  – Adder Area Share: 0.302%
  – XOR-XNOR Cells, Area Fraction: 0.211%
  – Cell taking the most area after synthesis: dfrtp_1
  – Ys cells: 355
  – Library cells used by synthesis: 38
  – Cell count after synthesis: 355
  – Syn Std Cell Area: 4140 µm²
  – And+or+nand+nor area frac: 12.1%
  – Multiplexer share: 0.513%
  – Flops after synth: 98
  – Main logic family after synthesis: AND-OR/OR-AND gates
  – Complex Gates by Area: 20.9%
  – YS chip area: 4140 µm²
  – Mean Syn Cell Area: 11.7 µm²
  – Largest cells by area: dfrtp_1, a22o_1, o21ai_2, nor2b_1, a222oi_1
  – Ys Warns: 1
  – Seq/Total Area, Yosys: 59.2%
  – Ys flop type: dfrtp_1
  – Count leader, synth: dfrtp_1
  – Post-synth ARST share: 100%
  – Post-synth EDFFs: 0
  – Synth top cells by count: dfrtp_1, nand2_1, nor2b_1

Finish
  – Share of post-route cells with drive strength above 1: 11.3%
  – Area delta synth->final: 53.9%
  – Core Util, Final: 64.4%
  – Fin cells: 683

Worst setup path
  – Critical path launch point type: primary input
  – Crit path buffers/inverters: 2
  – Worst path top cell family by delay: buffers and inverters
  – Crit-path max FO: 3
  – Slowest cell delay on critical path: 0.52 ns
  – Worst setup EP type: output pin
  – Data arrival time of the worst path: 2.29 ns
  – Critical Path RT: 4.40 ns
  – Critical Path Most Common Cell: clkdlybuf4s50_1
  – Kind of critical path: primary input to output pin
  – Critical-path cell list: clkdlybuf4s50_1, and2_1, clkdlybuf4s50_1
  – Slowest CP cell: clkdlybuf4s50_1

STA
  – Final TNS setup: 0 ns
  – Final min period: 3.39 ns
  – Relative slew margins: 44.9%
  – Skew final: 0.0145 ns
  – Fmax: 0.295 GHz
  – RSZ-0062 raised after global routing: false
  – Final Hold Vio Count: 0
  – Cycle use final: 61.7%
  – Actual slew at the worst max-slew pin: 0.826 ns
  – Max-slew violation count: 0
  – Endpoints failing setup: 0

Clock tree
  – Root buffer cell: clkbuf_8
  – Sinks on Clock Net: 98
  – Clock latency (worst-skew pair): 0.36 ns
  – CTS clk-pin slew, worst paths: 0.11 ns
  – PostCTS Resize Cnt: 0
  – Total CTS buffers: 9
  – CTS Hold Bufs: 0
  – Max H-tree Level: 3
  – Postcts setup bufs: 0
  – CTS tree: yes
  – CTS max path bufs: 2

Drt
  – Vias per cell: 4.99
  – DR vias: 3411
  – Iteration-0 DRC Markers: 203
  – N_diodes: 0
  – DR pass1 iterations: 4
  – WL final: 10.9 mm
  – Antenna Violating Nets Remaining: 0
  – DR WL/cell: 16.0 µm
  – Drt drc: 0

Floorplanning
  – Core Area: 9910 µm²
  – Die width: 104 µm
  – Rows: 36
  – Initial core utilization: 41.8%
  – I/O Pins: 244
  – Die Y: 104 µm
  – Die footprint: 10800 µm²

Flow run
  – Max-Cap Viols: 0
  – Tool warning count: 63

Global route
  – Largest net degree at the start of global routing: 58
  – Vias in the first global route: 3357
  – Initial antenna violation count: 0
  – First-pass GRT wire length: 17.7 mm
  – GRT Residual Overflow: 0
  – Gr usage total: 21.2%

Placed design
  – Buffers on Ports: 197
  – Final Wtd Congestion: 0.782
  – Placed Cells: 667
  – Dpl hpwl: 7.43 mm

Outcome
  – Status: complete, no violations

Power and ir drop
  – Max IR drop VDD: 189 µV
  – Leak: 2.85 nW
  – Power Density: 415 nW/µm²

Min path
  – Path type of the worst min-delay path: flip-flop to flip-flop
## registers in the layout (all words and copies together), names as in the netlist, named ones only
| name | count |
|---|---|
| state | 6 |
| saved_rdata | 32 |
| saved_wdata | 32 |
| delay_counter | 8 |
| saved_addr | 19 |
## per-layer routing
metal	track usage, %	part of all wire [%]	vias to the layer above
met5	0	0	-
met4	2.04	0.91	0
met3	4.94	7.5	10
met2	33.1	47	135
met1	33.0	45	1649
li1	-	-	1617
## worst min-delay path: stages, from the launching register on
cell	delay (ns)
dfrtp_1	0.35
nand2_1	0.06
o21ai_2	0.05
## worst paths after layout
kind | startpoint | end | slack (ns) | cells after the start
max | m_axi_arvalid | cfg_mgmt_read | 2.11 | 3
min | saved_rdata[2] | saved_rdata[2] | 0.48 | 2
max reg2reg | delay_counter[0] | saved_rdata[14] | 3.62 | 6
min reg2reg | saved_rdata[2] | saved_rdata[2] | 0.48 | 2
max in group asynchronous | aresetn | state[3] | 3.65 | 2
min in group asynchronous | aresetn | saved_rdata[29] | 0.72 | 1
## report_power, final
part | internal [mW] | leakage, nW | switching, mW
clock | 0.220 | 0.104 | 0.272
sequential | 0.982 | 1.29 | 0.160
combinational | 0.680 | 1.45 | 0.334
total | 1.88 | 2.85 | 0.766
## cells by family after synthesis
family / count (synthesis)
AOI/OAI and AO/OA: 102
buffers and inverters: 54
and+or+nand+nor: 95
adders and majority gates: 1
other: 2
muxes: 2
xor gates and xnor gates: 1
DFF: 98
## cell usage in the layout (no fill, tap or decap), types with 3 or more instances in the layout
cell type	instances
nor2_2	3
and3_1	3
a222oi_1	18
a21oi_1	4
nand3_1	3
o21ai_2	30
nand2_1	42
inv_1	22
dfrtp_1	97
a22o_1	32
buf_4	8
conb_1	9
clkdlybuf4s50_1	196
o21ai_0	9
nor2b_1	33
clkbuf_8	9
## layout make-up
| cell class | count | area, µm² |
|---|---|---|
| timing repair buffer | 204 | 2020 |
| tap | 133 | 166 |
| clock buffer | 9 | 124 |
| clock inverter | 7 | 86.3 |
| multi-input combinational | 210 | 1440 |
| inverter | 22 | 82.6 |
| sequential | 98 | 2450 |
| fill | 776 | 3530 |
## per-stage QoR
stage          hold slack [ns]  power (mW)  setup WS [ns]  cell area [µm²]
2_1_floorplan            0.426        1.48           3.17             4170
3_3_place_gp             0.459        2.16           2.12             6170
3_5_place_dp             0.463        2.17           2.11             6170
4_1_cts                  0.488        2.68           2.10             6380
5_1_grt                  0.516        2.83           2.04             6380
6_report                 0.484        2.65           2.11             6380
Power and IR drop assume default switching activity.
