[design/flow/constraint.sdc]
current_design cfg

set clk_period 7.8
set clk_io_pct 0.2

create_clock -name clk0 -period $clk_period [get_ports {clk}]

set non_clock_inputs [all_inputs -no_clocks]
set_input_delay [expr $clk_period * $clk_io_pct] -clock clk0 $non_clock_inputs
set_output_delay [expr $clk_period * $clk_io_pct] -clock clk0 [all_outputs]
[design/flow/config.mk]
export PLATFORM = sky130hd
export DESIGN_NAME = cfg
export DESIGN_NICKNAME = cfg
export VERILOG_FILES = /design/flow/design.v
export SDC_FILE = /design/flow/constraint.sdc
export NUM_CORES = 4
export LEC_CHECK = 1
export CORE_UTILIZATION = 30
[design/flow/design.v]
module cfg#(
    parameter ADDR_WIDTH = 32,
    parameter DATA_WIDTH = 32
)(
    input                             clk          ,
    input                             rstn         ,
    input        [ADDR_WIDTH - 1 : 0] addr         ,
    input        [DATA_WIDTH - 1 : 0] wdata        ,
    output  reg  [DATA_WIDTH - 1 : 0] rdata        ,
    output  reg                       rdata_vld    ,
    input                             wr           ,
    input                             rd           ,
    output  reg  [DATA_WIDTH - 1 : 0] addr_0_2     ,
    output  reg  [DATA_WIDTH - 1 : 0] addr_0_3     ,
    output  reg  [DATA_WIDTH - 1 : 0] addr_0_4     ,
    output  reg  [DATA_WIDTH - 1 : 0] addr_1_0     ,
    output  reg  [DATA_WIDTH - 1 : 0] addr_1_1     ,
    output  reg  [DATA_WIDTH - 1 : 0] addr_1_2     ,
    output  reg  [DATA_WIDTH - 1 : 0] addr_1_3     ,
    output  reg  [DATA_WIDTH - 1 : 0] addr_1_4     ,
    input        [DATA_WIDTH - 1 : 0] addr_2_0     ,
    input        [DATA_WIDTH - 1 : 0] addr_2_1     ,
    input        [DATA_WIDTH - 1 : 0] addr_2_2     ,
    input        [DATA_WIDTH - 1 : 0] addr_2_3      
);
localparam  RD_COUNT_MODE_0   = 6'h0  ;   
localparam  SAMPLE_MODE_0   = 6'h1  ;   
localparam  ADDR_0_2   = 6'h2  ;   
localparam  ADDR_0_3   = 6'h3  ;   
localparam  ADDR_0_4   = 6'h4  ;   
localparam  ADDR_1_0   = 6'h10  ;   
localparam  ADDR_1_1   = 6'h11  ;   
localparam  ADDR_1_2   = 6'h12  ;   
localparam  ADDR_1_3   = 6'h13  ;   
localparam  ADDR_1_4   = 6'h14  ;   
localparam  ADDR_2_0   = 6'h20  ;   
localparam  ADDR_2_1   = 6'h21  ;   
localparam  ADDR_2_2   = 6'h22  ;   
localparam  ADDR_2_3   = 6'h23  ;   
reg rd_count_mode;
reg sample_mode;
reg rdata_vld_r ;
reg rd_r;
reg [31:0]  addr_r;
reg [DATA_WIDTH - 1 : 0] addr_2_3_cnt;      
always @ (posedge clk)
begin
    rd_r <= rd ;
    addr_r   <= addr ;
end
always @ (posedge clk)
begin
    rdata_vld_r <= rd ;
    rdata_vld   <= rdata_vld_r ;
end
always @ (posedge clk)
begin
    if (!rstn)begin
        rd_count_mode  <= 1'h0 ;
        sample_mode  <= 1'h0 ;
        addr_0_2  <= 32'h0 ;
        addr_0_3  <= 32'h0 ;
        addr_0_4  <= 32'h0 ;
        addr_1_0  <= 32'h0 ;
        addr_1_1  <= 32'h0 ;
        addr_1_2  <= 32'h0 ;
        addr_1_3  <= 32'h0 ;
        addr_1_4  <= 32'h0 ;
    end
    else if (wr) begin
        case (addr[5:0])
            RD_COUNT_MODE_0 :
                rd_count_mode <= wdata[0] ;
            SAMPLE_MODE_0 :
                sample_mode <= wdata[0] ;
            ADDR_0_2 :
                addr_0_2 <= wdata ;
            ADDR_0_3 :
                addr_0_3 <= wdata ;
            ADDR_0_4 :
                addr_0_4 <= wdata ;
            ADDR_1_0 :
                addr_1_0 <= wdata ;
            ADDR_1_1 :
                addr_1_1 <= wdata ;
            ADDR_1_2 :
                addr_1_2 <= wdata ;
            ADDR_1_3 :
                addr_1_3 <= wdata ;
            ADDR_1_4 :
                addr_1_4 <= wdata ;
        endcase
    end
end
always @ (posedge clk)
begin
    if (!rstn) begin
        rdata <= 32'b0;
    end
    else if (rd_r) begin
        case (addr_r[5:0])
            RD_COUNT_MODE_0:
                rdata <= {31'b0,rd_count_mode};
            SAMPLE_MODE_0:
                rdata <= {31'b0,sample_mode};
            ADDR_0_2:
                rdata <= addr_0_2;
            ADDR_0_3:
                rdata <= addr_0_3;
            ADDR_0_4:
                rdata <= addr_0_4;
            ADDR_1_0:
                rdata <= addr_1_0;
            ADDR_1_1:
                rdata <= addr_1_1;
            ADDR_1_2:
                rdata <= addr_1_2;
            ADDR_1_3:
                rdata <= addr_1_3;
            ADDR_1_4:
                rdata <= addr_1_4;
            ADDR_2_0:
                rdata <= addr_2_0;
            ADDR_2_1:
                rdata <= addr_2_1;
            ADDR_2_2:
                rdata <= addr_2_2;
            ADDR_2_3:
                rdata <= addr_2_3_cnt;
            default :
                rdata <= 32'hf0f0f0f0;
        endcase
    end
end
wire addr_2_3_rd;
assign addr_2_3_rd = (addr[5:0] == ADDR_2_3 ) ? rd : 1'b0;
cfg_count_stat  addr_2_3_stat(
    .clk(clk),
    .rstn(rstn),
    .rd_count_mode(rd_count_mode),
    .sample_mode(sample_mode),
    .rd(addr_2_3_rd),
    .data_in(addr_2_3[0]),
    .data_in_vld(1'b1),
    .data_out(addr_2_3_cnt) 
);
endmodule
module cfg_count_stat  #(
    parameter DATA_WIDTH = 1 
)(
    input                     clk,
    input                     rstn,
    input                     rd_count_mode,      
    input                     sample_mode,        
    input                     rd,
    input    [DATA_WIDTH-1:0] data_in,
    input                     data_in_vld,
    output  reg [31:0]        data_out 
);
reg [31:0] data_tmp;
reg  data_in_r;
always @ (posedge clk)
begin
    if (!rstn)
        data_in_r <= 0;
    else
        data_in_r <= data_in;
end
always @ (posedge clk)
begin
    if (!rstn)
        data_out <= 0;
    else if(rd)begin
        if (sample_mode)
            if (data_in_vld)
                data_out <= data_tmp + data_in;
            else
                data_out <= data_tmp;
        else
            data_out <= data_tmp ;
    end
end
always @ (posedge clk)
begin
    if (!rstn)
        data_tmp <= 0;
    else if(data_in_vld)begin
        case ({rd,rd_count_mode,sample_mode})
        3'b000: data_tmp <= data_tmp + (data_in && !data_in_r);
        3'b001: data_tmp <= data_tmp + data_in;
        3'b010: data_tmp <= data_tmp + (data_in && !data_in_r);
        3'b011: data_tmp <= data_tmp + data_in;
        3'b100: data_tmp <= 0; 
        3'b101: data_tmp <= 0;
        3'b110: data_tmp <= data_tmp + (data_in && !data_in_r);
        3'b111: data_tmp <= data_tmp + data_in;
        endcase
    end
    else if (rd && !rd_count_mode) begin
        data_tmp <= 0;
    end
end
endmodule
[design/flow/run.sh]
#!/bin/bash
# OpenROAD 26Q1-2900-gdf79404cd8, Yosys 0.63+post, stock flow scripts
make -C /OpenROAD-flow-scripts/flow DESIGN_CONFIG=/design/flow/config.mk WORK_HOME=/design/flow/orfs finish
==> results.sh <==
# yosys + openroad results
export IMPL_antenna_found_initial=8
export IMPL_remaining_antenna_violation_count=0
export IMPL_dpl_cell_count=3040
export IMPL_number_of_flops_mapped_to_enable_cells_by_yosys=0
export IMPL_whs_ns=0.469
export IMPL_synth_cellmix_simpleShare=0.216
export IMPL_worst_hold_path_type="reg2reg"
export IMPL_cts_resized_gates=0
export IMPL_layout_setup_ws_ns=4.09
export IMPL_and_or_or_and_cells_area_fraction=0.199
export IMPL_ratio_of_total_power_to_cell_area_nw_per_um2=184
export IMPL_fin_skew_ns=0.0256
export IMPL_ff_type="dfxtp_1"
export IMPL_yosysSeqAreaShare=0.447
export IMPL_synthArstFlopShare=0
export IMPL_openroad_warnings=88
export IMPL_cts_root_buffer="clkbuf_16"
export IMPL_drt_initial_drc_count=1680
export IMPL_setup_viol_count_final=0
export IMPL_floorplanUtilization=0.307
export IMPL_cts_htree_levels=2
export IMPL_worst_path_dominant_cell_family="simple AND/OR/NAND/NOR gates"
export IMPL_finalPower_mw=4.16
export IMPL_buffer_ports_inserted=427
export IMPL_final_setup_tns_ns=0
export IMPL_tritoncts_sinks=363
export IMPL_ios=485
export IMPL_dr_total_vias=17295
export IMPL_preCtsSetupSlack_ns=3.62
export IMPL_report_final_hold_viol_count=0
export IMPL_mapped_cells=2058
export IMPL_nature_of_the_critical_path_endpoint="flip-flop"
export IMPL_timing_worst_slew_pin_value_ns=0.861
export IMPL_place_gp_congestion=0.973
export IMPL_max_cap_viol_count=0
export IMPL_critical_path_class="in2reg"
export IMPL_clk_path_buf_depth=3
export IMPL_rows=84
export IMPL_min_period_over_period=0.476
export IMPL_totalWireLength_um=82200
export IMPL_cts_hold_buf=0
export IMPL_worst_skew_late_latency_ns=0.58
export IMPL_route_detailed_vias_per_inst=5.55
export IMPL_share_of_the_core_filled_with_cells_in_the_final_layout=0.425
export IMPL_maxSlewHeadroom=0.418
export IMPL_overall_global_routing_resource_usage=0.299
export IMPL_grt_setup_unrepaired="false"
export IMPL_cp_slowest_cell="nor4b_1"
export IMPL_worst_ir_drop_vdd_v=0.000149
export IMPL_ys_cells=2058
export IMPL_postCtsSetupRepairBufs=0
export IMPL_synth_cell_types=63
export IMPL_detailed_place_area_um2=21200
export IMPL_first_pass_grt_wire_length_um=117000
export IMPL_grt_overflow=0
export IMPL_critPathArrivalTime_ns=4.19
export IMPL_clock_fmax_mhz=269
export IMPL_final_layout_size_suffix_gt1_frac=0.0764
export IMPL_synthMuxAreaShare=0.0514
export IMPL_chipHeight_um=235
export IMPL_timing_critical_path_fanout_max=18
export IMPL_fp_dieArea_um2=55200
export IMPL_route_detailed_drc=0
export IMPL_power_static_leakage_nw=7.28
export IMPL_status="finished clean"
export IMPL_synth_cellmix_adderShare=0.00308
export IMPL_timing_final_max_slew_violations=0
export IMPL_synth_yosys_warnings=2
export IMPL_ys_top_logic_family="simple AND/OR/NAND/NOR gates"
export IMPL_die_width_um=235
export IMPL_netlist_area_um2=16300
export IMPL_worstPathCellList="clkdlybuf4s50_1 > nor4b_1 > and2_2 > buf_4 > nand2_1 > a21oi_1"
export IMPL_via_count_of_the_first_global_routing_pass=16436
export IMPL_pre_repair_dr_iteration_count=7
export IMPL_numCtsBuffers=42
export IMPL_critical_path_required_time_ns=8.28
export IMPL_synthToLayoutAreaGrowth_pct=38.5
export IMPL_wl_per_cell_um=26.4
export IMPL_crit_path_start_kind="input pin"
export IMPL_clkSlewWorstSetupHoldPaths_ns=0.06
export IMPL_syn_avg_cell_area_um2=7.91
export IMPL_fp_coreArea_um2=53100
export IMPL_final_area_um2=22500
export IMPL_synth_xor_xnor_area_share=0.0312
export IMPL_ys_ff=363
export IMPL_finalWorstPathRequiredPeriod_ns=3.71
export IMPL_worstPathBufferInverterCount=2
export IMPL_synth_chip_area_um2=16300
export IMPL_maximum_number_of_pins_on_one_net_before_global_route_repair=160
export IMPL_clock_tree_from_tritoncts="yes"
export IMPL_final_instance_count_excl_fill=3118
export IMPL_dpl_hpwl_um=55100
export IMPL_critical_path_max_stage_delay_ns=0.81
## layer usage
layer | vias up | global-route usage | wire (µm)
li1 | 7834 | - | -
met1 | 8233 | 0.384 | 31900
met2 | 1036 | 0.471 | 38000
met3 | 190 | 0.0973 | 8670
met4 | 2 | 0.119 | 3620
met5 | - | 0.00606 | 42
## power by group
part | leakage [nW] | switching, mW | internal, mW
registers | 2.93 | 0.0199 | 1.87
logic | 3.67 | 0.165 | 0.125
clock network | 0.671 | 0.815 | 1.16
## path summary, 6_finish.rpt
kind                start      endpoint  slack (ns)  cells after the start
min          addr_1_4[16]  addr_1_4[16]        0.47                      2
max               addr[1]   addr_0_4[5]        4.09                      6
min reg2reg  addr_1_4[16]  addr_1_4[16]        0.47                      2
max reg2reg     addr_r[1]      rdata[6]        4.39                      8
## layout make-up
class                   count  area [µm²]
diodes                      7        17.5
clock buffers              66        1330
clock inverters             5        28.8
fillers                  5091       30500
inverters                   9        41.3
multi-input cells        1493        8260
flip-flops and latches    363        7270
well taps                 688         861
repair buffers            487        4730
## cells in the mapped netlist (all sizes together) (3+ instances only)
| cell | n | area (µm²) |
|---|---|---|
| a221oi | 36 | 315 |
| a22oi | 22 | 165 |
| dfxtp | 363 | 7270 |
| a22o | 14 | 123 |
| nor4 | 12 | 111 |
| buf | 42 | 223 |
| mux2i | 61 | 611 |
| o22a | 3 | 26.3 |
| nand4 | 17 | 113 |
| o2bb2ai | 9 | 78.8 |
| o22ai | 7 | 43.8 |
| inv | 7 | 26.3 |
| a21oi | 296 | 1480 |
| a2111oi | 6 | 58.8 |
| mux4 | 4 | 90.1 |
| clkbuf | 151 | 603 |
| mux2 | 12 | 135 |
| nand3 | 42 | 210 |
| a32o | 3 | 30.0 |
| nand2 | 569 | 2140 |
| ha | 4 | 50.1 |
| o21ai | 60 | 300 |
| and4 | 4 | 35.0 |
| and2 | 11 | 68.8 |
| nor2b | 19 | 119 |
| and3 | 9 | 56.3 |
| a31oi | 29 | 181 |
| a221o | 8 | 80.1 |
| nor2 | 98 | 388 |
| a211oi | 26 | 195 |
| nor3 | 17 | 116 |
| a222oi | 10 | 100 |
| xor2 | 34 | 298 |
| xnor2 | 24 | 210 |
| or3 | 4 | 30.0 |
| nor4b | 5 | 43.8 |
## cell usage in the layout, fill, tap and decap left out, types with 8 or more instances in the layout
cell and count:
a21oi_1 296, a221oi_1 35, dfxtp_1 359, o21ai_0 60, buf_4 59, clkbuf_16 46
mux2_2 12, o2bb2ai_1 9, a31oi_1 29, a211oi_1 26, nand2_1 562, nor2_1 93
a222oi_1 10, clkdlybuf4s50_1 426, nand3_1 41, nand4_1 16, xor2_1 34, and3_1 8
clkbuf_8 10, xnor2_1 24, nor2b_1 19, mux2i_1 61, a22oi_1 22, a221o_1 8
nor3_1 11, clkbuf_1 10, a22o_1 14
## sequential cells by signal, indices dropped and copies added (netlist names), 6 cells and up
register and count:
addr_1_2 32, addr_1_3 32, rdata 32, addr_2_3_stat.data_tmp 32, addr_1_4 32, addr_r 6
addr_0_4 32, addr_1_0 32, addr_0_2 32, addr_1_1 32, addr_0_3 32, addr_2_3_stat.data_out 32
## logic make-up (layout without fill, tap and decap cells)
group / after synthesis / after routing
AOI/OAI and AO/OA: 536 / 536
xor gates and xnor gates: 58 / 58
adders and majority gates: 4 / 4
buffers and inverters: 202 / 567
DFF: 363 / 363
muxes: 77 / 77
other: 0 / 7
and+or+nand+nor: 818 / 818
## tightest hold or removal path, cell delays in order, from the launching register on
cell and delay, ns:
dfxtp_1 0.32, nand2_1 0.05, a21oi_1 0.05
Power is estimated from default activity; no workload was simulated.
